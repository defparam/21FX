===== /design/flow/design.v =====
module snes_bus_sync (
	input        clk,               
	input        rst_n,
	input  [7:0] PA,                
	output       event_latch        
);
	parameter OUT_OF_SYNC = 1'b1;
	parameter IN_SYNC     = 1'b0;
	reg [7:0]  PA_store [0:1];
	reg        sync_state = IN_SYNC;
	reg bus_latch = 0;
	always @(posedge clk or negedge rst_n) begin
		if (~rst_n) begin
			PA_store[0] <= 8'b0;  
			PA_store[1] <= 8'b0;
			bus_latch   <= 1'b0;
			sync_state  <= IN_SYNC;
		end
		else begin
			PA_store[0] <= PA;           
			PA_store[1] <= PA_store[0];  
			if (sync_state == IN_SYNC) begin  
				if (((PA != PA_store[0]) || (PA_store[1] != PA_store[0]))) begin
					sync_state <= OUT_OF_SYNC;  
					bus_latch <= 0;             
				end
			end else if (sync_state == OUT_OF_SYNC) begin
				bus_latch  <= 0;
				if ((PA == PA_store[0]) && (PA_store[1] == PA_store[0])) begin
					bus_latch <= 1;
					sync_state <= IN_SYNC;
				end
			end
		end
	end
	assign event_latch    = bus_latch;
endmodule
`timescale 1ns / 100ps
module snes_bus_sync_test ();
reg clk = 0;
reg cycle_clk = 0;
reg rst_n = 0;
reg [7:0] PA = 0;
reg [7:0] D = 0;
wire [7:0] PA_sync;
wire [7:0] D_sync;
wire event_latch;
reg PARD_n = 1;
snes_bus_sync bs (
	.clk(clk),                       
	.rst_n(rst_n),
	.PA(PA),                         
	.event_latch(event_latch)        
);
always #14.3 clk = ~clk;
always #139.6 cycle_clk = ~cycle_clk;
initial #1000 rst_n = 1;
always @(posedge cycle_clk) begin
	if (PARD_n) PARD_n = $random % 2;
	else PARD_n = 1;
	D  = $random; #2;
	D  = $random; #2;
	D  = $random; #2;
	D  = $random; #2;
	D  = $random; #2;
end
always @(posedge cycle_clk) begin
	PA = $random; #2;
	PA = $random; #2;
	PA = $random; #2;
	PA = $random; #2;
	PA = $random; #2;
end
endmodule
module snes_hook (
	input                clk,
	input                rst_n,
	input [7:0]          addr,
	inout [7:0]          data,
	input                PARD_n,
	input                PAWR_n,
	input                USB_RXFn,
	input                USB_TXEn,
	output reg           USB_RDn,
	output reg           USB_WRn,
	input                USB_BIT0,
	input                USB_BIT1,
	output reg           ROM_oe_n,
	output               ROM_wr_n,	
	output reg [3:0]     glitch_force
);
	reg       data_enable;
	wire      bus_latch;
	reg       bus_latch_r1;
	reg [7:0] data_out;
	reg [7:0] hist;
	reg punch;
	reg [3:0] delay_write;
	wire usb_active;
	reg [2:0] HOOK_STATE;
	parameter ST_INIT                 = 3'h0;
	parameter ST_RST_FOUND            = 3'h1;
	parameter ST_SCAN_1               = 3'h2;
	parameter ST_SCAN_2               = 3'h3;
	parameter ST_SCAN_3               = 3'h4;
	parameter ST_IRQ_1                = 3'h5;
	parameter ST_IRQ_2                = 3'h6;
   assign ROM_wr_n = 1;
	assign data = (punch) ? data_out : 8'hZZ;  
	assign usb_active = (~USB_BIT0 & USB_BIT1) ? 1'b1 : 1'b0;
	snes_bus_sync bus_sync (
		.clk(clk),                     
		.rst_n(rst_n),
		.PA(addr),                     
		.event_latch(bus_latch)        
	);
	always @(posedge clk or negedge rst_n) begin
		if (~rst_n) begin  
			HOOK_STATE   <= ST_INIT;
			bus_latch_r1 <= 1'b0;
			delay_write  <= 3'b111;
		end else begin
		   bus_latch_r1 <= bus_latch;
			delay_write[3]   <= (PARD_n && (HOOK_STATE != ST_INIT) && (HOOK_STATE != ST_RST_FOUND)) ? PAWR_n : 1'b1;
			delay_write[2:0] <= delay_write[3:1];
			if (bus_latch_r1 == 0 && bus_latch == 1) begin
				hist <= addr;
				case (HOOK_STATE)
					ST_INIT: begin
						if (addr == 8'hFC) begin  
							if (usb_active) HOOK_STATE <= ST_RST_FOUND;  
							else HOOK_STATE <= ST_SCAN_1;
						end
					end				
					ST_RST_FOUND: begin
						if (~punch) begin
							HOOK_STATE <= ST_SCAN_1;
						end
					end				
					ST_SCAN_1: begin
						HOOK_STATE <= ST_SCAN_1;  
					end
					ST_SCAN_2: begin
						if (addr == (hist-1)) HOOK_STATE <= ST_SCAN_3;
						else HOOK_STATE <= ST_SCAN_1;
					end
					ST_SCAN_3: begin
						if (addr == (hist-1)) HOOK_STATE <= ST_IRQ_1;
						else HOOK_STATE <= ST_SCAN_1;
					end
					ST_IRQ_1: begin
						HOOK_STATE <= ST_IRQ_2;
						if (~punch) HOOK_STATE <= ST_SCAN_1;
					end
					ST_IRQ_2: begin
						if (~punch) HOOK_STATE <= ST_SCAN_1;
					end
				endcase
			end
		end 
	end
	always @(*) begin
		USB_RDn = 1;
		USB_WRn = 1;
		ROM_oe_n = 1;
		data_out = 0;
		punch = 0;
		glitch_force = 4'bZZZZ;
		if ((HOOK_STATE == ST_INIT || HOOK_STATE == ST_RST_FOUND) && (addr == 8'hFC)) begin
			punch = 1;
			data_out = 8'h84;  
			glitch_force[2] = 1'b1;
			glitch_force[0] = 1'b1;
		end
		if ((HOOK_STATE == ST_RST_FOUND) && (addr == 8'hFD)) begin
		   punch = 1;
			data_out = 8'h21;
			glitch_force[3] = 1'b1;
			glitch_force[1] = 1'b1;
		end
		if ((HOOK_STATE == ST_IRQ_2 || HOOK_STATE == ST_IRQ_1) && (addr == 8'hEA)) begin
			punch = 1;
			data_out = 8'h84;  
			glitch_force[2] = 1'b1;
			glitch_force[0] = 1'b1;
		end
		if ((HOOK_STATE == ST_IRQ_2) && (addr == 8'hEB)) begin
			punch = 1;
			data_out = 8'h21;
			glitch_force[3] = 1'b1;
			glitch_force[1] = 1'b1;
		end
		if (addr == 8'hFE && ~PARD_n) begin
			punch = 1;
			if (usb_active) data_out = {~USB_RXFn,~USB_TXEn,1'b1,5'b00000};
			else data_out = 8'b00000000;
		end
		else if (addr == 8'hFF && ~PARD_n) begin
			USB_RDn = 0;
		end
		else if (addr == 8'hFF && ~PAWR_n) begin
			USB_WRn = |delay_write[1:0];
		end
		else if (addr[7] && |addr[6:2] && ~PARD_n) begin  
			ROM_oe_n = 0;
		end
	end
endmodule

===== /design/flow/run.sh =====
#!/bin/bash
# OpenROAD 26Q1-2900-gdf79404cd8, Yosys 0.63+post, stock flow scripts
make -C /OpenROAD-flow-scripts/flow DESIGN_CONFIG=/design/flow/config.mk WORK_HOME=/design/flow/orfs finish

===== /design/flow/constraint.sdc =====
current_design snes_hook

set clk_period 5.2
set clk_io_pct 0.2

create_clock -name clk0 -period $clk_period [get_ports {clk}]

set non_clock_inputs [all_inputs -no_clocks]
set_input_delay [expr $clk_period * $clk_io_pct] -clock clk0 $non_clock_inputs
set_output_delay [expr $clk_period * $clk_io_pct] -clock clk0 [all_outputs]

===== /design/flow/config.mk =====
export PLATFORM = sky130hd
export DESIGN_NAME = snes_hook
export DESIGN_NICKNAME = snes_hook
export VERILOG_FILES = /design/flow/design.v
export SDC_FILE = /design/flow/constraint.sdc
export NUM_CORES = 4
export LEC_CHECK = 1
export CORE_AREA = 10 10 108 108
export DIE_AREA = 0 0 118 118

==> run summary <==
The flow run is done. Multiplexer share of the synthesized area landed at 0. Per the run report, area growth between synthesis and finish was 22.8%. STA classifies the critical path startpoint as an input port. Global-route usage over all layers landed at 0.0509.

In the Yosys report the total cell count is ~170. The synthesis report names the predominant flop master as sky130_fd_sc_hd__dfrtp_1. STA reports the tightest min-delay check as being of type flip-flop to flip-flop. STA classifies the critical path endpoint as an output pin. Final critical-path share of the clock period landed at 0.788. Starting density of the core landed at 0.185. In this run, the synthesized area fraction spent on and/or/nand/nor cells is recorded as 0.239. The critical path maximum fanout is 10.

The script logs the mean routed wire length per placed instance as between 10 and 15 um. In this run, post-CTS repair resized a total of 0 instances. After synthesis, the netlist uses approximately 44 different library cells. Sequential share of the synthesized area landed at 0.520.

Top-level port count landed at 32. The number of antenna violations at the first check in global routing is 0. Synthesized instance count landed at 166. In the routed design, unresolved DRC markers number 0. The placement report lists the number of port buffers as 18. Per the hold report, the tightest min-delay path originates at delay_write[3]. The wire length recorded after detailed routing is ~3600 um. Post-synthesis xor/xnor area fraction landed at 0.0509. Clock tree synthesis found a total of 34 sinks. The clock passes through at most 2 buffers.

Met3 track utilization from global routing landed at 0.0122. Wire length of the first global-routing pass landed at 6040 um. In this run the most used layer during global routing was met2. Maximum clock skew at final layout landed at about 0.008 ns. The overall die size recorded for this design is around 0.014 mm^2. Floorplan die width landed at between 100 and 150 um.

Detailed-routing iteration count for the pre-antenna-repair pass landed at 4. Floorplan core area landed at approximately 0.0093 mm^2. Per the final layout report, the fraction of cells sized above drive strength 1 comes to 0.0860. Final antenna-violating net count landed at 0. Half-perimeter wire length after detailed placement landed at 2730 um. Chip area in the Yosys report landed at 0.00172 mm^2. The required time at the worst endpoint is listed as between 4 and 5 ns. The timing report shows that the slowest cell on the worst path is sky130_fd_sc_hd__clkdlybuf4s50_1. Of the combinational cells, the family taking the most area is simple AND/OR/NAND/NOR gates. By startpoint and endpoint, the worst setup path is classified as input port to output pin. The final timing report derives a shortest allowable period of between 4 and 5 ns.

Setup TNS landed at 0 ns. Mean instance size in the synthesized netlist landed at 10.4 um^2. Data arrival time of the critical path landed at ~3.1 ns. Worst-case vdd ir drop landed at ~0.21 mV. Sum of overflow across all layers after global routing landed at 0. Across all layers, the routed design uses roughly 1300 vias.

CTS placed an instance of sky130_fd_sc_hd__clkbuf_8 at the clock tree root. CTS built an H-tree with a depth of 2. For this run, asynchronously set or reset flops after synthesis account for 0.765. The run finished with clean final reports. Violation count after the first detailed-routing iteration landed at about 110. Buffers inserted to repair hold after CTS numbered 0. For this run, the top clock speed supported by timing is around 240 MHz. Delay of the slowest critical-path stage landed at ~0.60 ns. Among the stages of the critical path, the cell type that occurs most often is sky130_fd_sc_hd__clkdlybuf4s50_1. The number of maximum-capacitance violations recorded for the run is 0.

TritonCTS built the clock tree. The Yosys step of the flow raised 5 warnings. Per the gpl log, the routability congestion estimate is between 0.8 and 0.9. Via count of the first global-routing pass landed at 1235. Clock latency at the later pin of the worst-skew pair landed at 0.28 ns. Count of warning messages emitted by the tools landed at 25. The leakage component of the power was reported as 0.784 nW. Die height landed at approximately 120 um. In the CTS report, the clock slew at the register clock pins of the worst setup and hold paths is listed as 0.07 ns.

The startpoint identified for the worst register-to-register timing path is hist[2]. Setup repair after global routing left no endpoint under its margin. Buffers added to address setup during post-CTS repair amount to 0. Global routing met2 resource utilization landed at 0.0850. Entering global routing, the biggest net connects 28 pins. Site row count landed at 35.

The final layout report lists a filler cell count of a little over 1000. For this run, the final setup violation count is recorded as 0. Cell area after synthesis landed at ~0.0017 mm^2. Final tally of hold violations landed at 0. After synthesis the netlist holds a flip-flop and latch count of 34. Of the total synthesized cell area, the portion taken by AND-OR and OR-AND cells is 0.113.

Clock tree synthesis inserted a total of 5 buffers. The final antenna diode tally reported by the flow is 0. Total chip power landed at roughly 0.56 mW. Post-synthesis adder-cell area fraction landed at 0.00727. Via-per-instance ratio landed at approximately 4.0. Tracing the worst setup path back leads to its startpoint at addr[5]. Met1 track demand over resource landed at 0.0683. In this run, synthesis inferred 8 flip-flops with an integrated enable. Areal power density over the cells landed at 267 mW/mm^2. The report lists the cells along the critical path as clkdlybuf4s50_1 > nand4_1 > nor2_1 > or4_1 > clkdlybuf4s50_1. Max-slew check failures listed in the final report amount to 0.
-- cells in the mapped netlist (all sizes together), types with 6 or more instances --
cell    count  area [um^2]
and3        8         50.1
buf        10         78.8
dfrtp      23          576
edfxtp      8          240
inv         6         22.5
nand2       8         30.0
nand3       6         30.0
nor2       12         45.0
nor3       12         60.1
xor2        6         52.6
-- state kept, by name (all words and copies together), names as in the netlist --
register	count
bus_sync.bus_latch	1
bus_latch_r1	1
hist	8
delay_write	4
bus_sync.PA_store	16
bus_sync.sync_state	1
HOOK_STATE	3
-- routing by layer --
layer / vias to the layer above / part of all wire
met5: - / 0
met4: 0 / 0.0036
met3: 2 / 0.036
met2: 23 / 0.49
met1: 599 / 0.47
li1: 631 / -
-- cell type report --
type / instances / area (um^2) / area share
multi-input combinational: 119 / 737 / 0.349
inverter: 6 / 22.5 / 0.0107
timing repair buffer: 19 / 188 / 0.0888
tap: 129 / 161 / 0.0763
clock buffer: 5 / 68.8 / 0.0325
sequential: 34 / 895 / 0.423
clock inverter: 3 / 42.5 / 0.0201
-- final timing paths --
kind	end	slack, ns	depth (start not counted)
max	ROM_oe_n	1.10	5
min	delay_write[2]	0.35	0
max reg2reg	HOOK_STATE[0]	2.87	7
min reg2reg	delay_write[2]	0.35	0
max in group asynchronous	delay_write[1]	3.77	2
min in group asynchronous	HOOK_STATE[0]	1.13	2
-- cells in the final DEF, fill, tap and decap left out, types with 2 or more instances in the layout --
cell type,count
sky130_fd_sc_hd__a21oi_1,4
sky130_fd_sc_hd__a31oi_1,5
sky130_fd_sc_hd__and3_1,8
sky130_fd_sc_hd__clkbuf_8,5
sky130_fd_sc_hd__clkdlybuf4s50_1,18
sky130_fd_sc_hd__conb_1,8
sky130_fd_sc_hd__dfrtp_1,23
sky130_fd_sc_hd__dfstp_2,3
sky130_fd_sc_hd__edfxtp_1,8
sky130_fd_sc_hd__inv_1,6
sky130_fd_sc_hd__inv_4,2
sky130_fd_sc_hd__nand2_1,8
sky130_fd_sc_hd__nand2b_1,3
sky130_fd_sc_hd__nand3_1,6
sky130_fd_sc_hd__nand3b_1,3
sky130_fd_sc_hd__nand4_1,2
sky130_fd_sc_hd__nor2_1,12
sky130_fd_sc_hd__nor3_1,12
sky130_fd_sc_hd__nor4_1,4
sky130_fd_sc_hd__nor4b_1,2
sky130_fd_sc_hd__o21ai_0,4
sky130_fd_sc_hd__o22ai_1,5
sky130_fd_sc_hd__o32ai_1,2
sky130_fd_sc_hd__or2_1,2
sky130_fd_sc_hd__or4_1,2
sky130_fd_sc_hd__xnor2_1,4
sky130_fd_sc_hd__xor2_1,6
-- worst max-delay path, delay by kind of cell --
kind | cells | cell delay (ns)
buffers and inverters | 2 | 1.04
and+or+nand+nor | 3 | 0.97
-- power by group --
part           total [mW]  internal, mW  switching (mW)
registers           0.283         0.279         0.00360
clock network       0.241         0.143          0.0978
logic              0.0401        0.0189          0.0211
-- through the flow --
step | setup WS (ns) | instances | area [um^2] | util | hold slack (ns)
6_report | 1.10 | 315 | 2110 | 0.228 | 0.353
5_1_grt | 0.972 | 315 | 2110 | 0.228 | 0.366
4_1_cts | 1.09 | 315 | 2110 | 0.228 | 0.356
3_5_place_dp | 1.09 | 307 | 2000 | 0.216 | 0.338
3_3_place_gp | 1.10 | 307 | 2000 | 0.216 | 0.336
2_1_floorplan | 2.29 | 172 | 1740 | - | 0.333
-- cell families (layout without fill, tap and decap cells) --
family	Yosys count	count (layout)
fa+ha+maj	1	1
compound gates	29	29
buf+inv	19	33
other cells	2	8
simple gates	71	71
flops	34	34
xor+xnor	10	10
Power is estimated from default activity; no workload was simulated.
